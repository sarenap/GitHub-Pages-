==> /design/flow/config.mk <==
export PLATFORM = sky130hd
export DESIGN_NAME = traffic_light_controller1
export DESIGN_NICKNAME = traffic_light_controller1
export VERILOG_FILES = /design/flow/design.v
export SDC_FILE = /design/flow/constraint.sdc
export NUM_CORES = 4
export LEC_CHECK = 1
export CORE_UTILIZATION = 30
export SYNTH_HDL_FRONTEND = slang
==> /design/flow/constraint.sdc <==
current_design traffic_light_controller1

set clk_period 5.4
set clk_io_pct 0.2

create_clock -name clk0 -period $clk_period [get_ports {clk}]

set non_clock_inputs [all_inputs -no_clocks]
set_input_delay [expr $clk_period * $clk_io_pct] -clock clk0 $non_clock_inputs
set_output_delay [expr $clk_period * $clk_io_pct] -clock clk0 [all_outputs]
==> /design/flow/design.v <==
package light_package;
  typedef enum logic[1:0] {red,yellow,green} colors;
endpackage
import light_package ::*;            
module traffic_light_controller1(
  input         clk, reset, 
                ew_str_sensor, ew_left_sensor, ns_sensor,   
  output colors ew_str_light, ew_left_light, ns_light);     
  typedef enum {GRR, YRR, ZRR, HRR, RGR, RYR, RZR, RHR, RRG, RRY, RRZ, RRH} tlc_states;  
  tlc_states    present_state, next_state;
  integer ctr5, next_ctr5,        
          ctr10, next_ctr10;      
  always_ff @(posedge clk)
    if(reset) begin
	  present_state <= RRH;
      ctr5          <= 0;
      ctr10         <= 0;
    end  
	else begin
	  present_state <= next_state;
      ctr5          <= next_ctr5;
      ctr10         <= next_ctr10;
    end  
  always_comb begin
    next_state = RRH;             
    next_ctr5  = 0; 	          
    next_ctr10 = 0;
    case(present_state)
	  GRR: begin 
		  if (ew_str_sensor == 0 || ctr5 > 0) begin next_ctr5 = ctr5 + 1;  
            next_state = GRR;
          end
		  if ( (ew_left_sensor | ns_sensor ) | ctr10 > 0 ) begin next_ctr10 = ctr10 +1;
            next_state = GRR;
          end
		  if (ctr5 ==  4 | ctr10 == 9 )  
			  next_state = YRR; else next_state = GRR;
      end
	    YRR: begin
		    next_state = ZRR;
	    end
	    ZRR: begin
		    next_state = HRR;
	    end
	    HRR: begin
		    if (ew_left_sensor) next_state = RGR;
		    else if (ns_sensor) next_state = RRG;
		    else if (ew_str_sensor) next_state = GRR;
		    else next_state = HRR;
	    end
	    RGR: begin
		    if (ew_left_sensor == 0 | ctr5 > 0 ) begin next_ctr5 = ctr5+1;
            next_state = RGR;
            end
		    if ( (ew_str_sensor | ns_sensor) | ctr10 > 0 ) begin next_ctr10 = ctr10+1;
            next_state = RGR;
            end
		      if (ctr5 ==  4 | ctr10 == 9 )  
			  next_state = RYR; else next_state = RGR;
	    end
	    RRG: begin
		    if (ns_sensor == 0 | ctr5 > 0) begin next_ctr5 = ctr5+1; 
            next_state = RRG;
            end
		    if (( ew_str_sensor | ew_left_sensor) | ctr10 > 0) begin next_ctr10 = ctr10+1;
            next_state = RRG;
            end
		      if (ctr5 == 4  | ctr10 == 9 )  
			  next_state = RRY; else next_state = RRG;
	    end
	    RYR: begin
		    next_state = RZR;
	    end
	    RRY: begin
		    next_state = RRZ;
	    end
	    RZR: begin
		    next_state = RHR;
	    end
	    RRZ: begin
		    next_state = RRH;
	    end
	    RRH:begin
		    if (ew_str_sensor) next_state = GRR;
		    else if (ew_left_sensor) next_state = RGR;
		    else if (ns_sensor) next_state = RRG;
		    else next_state = RRH;
	    end
	    RHR:begin
		    if (ns_sensor) next_state = RRG;
		    else if (ew_str_sensor) next_state = GRR;
		    else if (ew_left_sensor) next_state = RGR;
		    else next_state = RHR;
	    end
    endcase
  end
  always_comb begin
    ew_str_light  = red;                 
	ew_left_light = red;
	ns_light      = red;
    case(present_state)       
      GRR:     ew_str_light  = green;
	  YRR,ZRR: ew_str_light  = yellow;   
	  RGR:     ew_left_light = green;
	  RYR,RZR: ew_left_light = yellow;
	  RRG:     ns_light      = green;
	  RRY,RRZ: ns_light      = yellow;
    endcase
  end
endmodule
==> /design/flow/run.sh <==
#!/bin/bash
# OpenROAD 26Q1-2900-gdf79404cd8, Yosys 0.63+post, stock flow scripts
make -C /OpenROAD-flow-scripts/flow DESIGN_CONFIG=/design/flow/config.mk WORK_HOME=/design/flow/orfs finish
==> flow_summary_export.csv <==
group,metric,value,unit
worst_setup_path,path_buffers,2,
route,drtIter0Drc,150,
cells_and_area,layout.area.comb,1920,um2
grt,grt-ovfl-total,0,
floorplanning,io_pins,11,
logic_synthesis,postSynthSeqShare,0.421,
cts,path_clk_slew,0.06,ns
floorplanning,coreArea,11600,um2
cts,cts_hold_buf,0,
cts,cts_sinks,76,
outcome,outcome,"completed",
sta,worstMarginPinSlew,0.731,ns
cells_and_area,drive_above_1_share,0.0699,
worst_setup_path,cp_max_fo,32,
route,wl_per_cell,12.6,um
placement,place_inst,556,
sta,slew_viol_final,0,
grt,grt_pass1_wl,12.7,mm
worst_setup_path,critPathTopFamily,"buffers and inverters",
sta,setup_viol,0,
flow_run,warnings,28,
route,vias,2921,
worst_setup_path,worstSetupEndpointType,"register",
logic_synthesis,syn_avg_cell_area,8.50,um2
cts,numCtsBuffers,9,
worst_setup_path,r2r_cells,4,
sta,hold_viol,0,
logic_synthesis,syn_area,3610,um2
cts,postCtsSetupRepairBufs,0,
sta,setup-tns-final,0,ns
placement,hpwl,4.67,mm
cts,cts_max_level,3,
sta,slew_headroom,0.510,
sta,rsz0062_at_grt,"no",
route,detail-route-antenna-nets,0,
cells_and_area,area_growth,14.1,%
worst_setup_path,cp.required,5.60,ns
route,drc,0,
cells_and_area,final.fill_count,1152,
cells_and_area,regArea,1520,um2
logic_synthesis,yosysWarnings,0,
pwr,ir_worst_vdd,0.000163,V
route,drt-total-wl,7.21,mm
logic_synthesis,synth.distinct_cells,41,
sta,setup_ws,2.88,ns
flow_run,maxCapViolCount,0,
placement,dp_slack,2.55,ns
sta,period_used_share,0.467,
worst_setup_path,cp_num_cells,6,
floorplanning,die_h,112,um
grt,grt_pass1_vias,2685,
placement,io_buffers,10,
logic_synthesis,synth-area-yosys,3610,um2
sta,timing.hold.ws,0.450,ns
worst_setup_path,r2r_slack,3.02,ns
logic_synthesis,ys_ff,76,
grt,grtUsageTotal,0.124,
cts,cts_resized,0,
sta,min_period,2.52,ns
worst_setup_path,slowest_delay,0.46,ns
grt,antenna_found_initial,0,
cts,cts_tree,"built",
floorplanning,die_area,12500,um2
sta,fmax,396,MHz
cts,clock_latency,0.33,ns
hold_path,holdPathStages,1,
pwr,p_leak,1.28,nW
floorplanning,floorplan.core_util,0.312,
worst_setup_path,crit_chain,"clkdlybuf4s50_1 > a221oi_1 > nand4_1 > a21oi_2 > buf_4 > nor3_1",
sta,skew,0.00515,ns
placement,routabilityCongestion,0.785,
cts,root_buffer,"clkbuf_16",
worst_setup_path,cp.arrival,2.72,ns
cells_and_area,postLayoutCoreUtil,0.356,
floorplanning,row_count,39,
worst_setup_path,path_class,"primary input to register",
worst_setup_path,slowest_stage,"clkdlybuf4s50_1",
logic_synthesis,ys_cells,425,
hold_path,min_path_type,"register to register",
cts,clockBufferDepth,2,
pwr,p_per_area,296,nW/um2
route,diodes,0,
logic_synthesis,syn_inst,425,
grt,grt_max_degree,48,
cells_and_area,stdcell_count,572,
route,detailedRoute.firstPassIterationCount,6,
floorplanning,die_width,112,um
route,vias_per_cell,5.11,
worst_setup_path,startpoint_type,"primary input",
[cell usage after synthesis, drive strengths merged]
cell | count | share of area
a211o | 1 | 0.0024
a211oi | 1 | 0.0021
a21oi | 7 | 0.0097
a221o | 1 | 0.0028
a221oi | 1 | 0.0024
a222oi | 1 | 0.0028
a31o | 1 | 0.0024
a31oi | 1 | 0.0017
and2 | 4 | 0.0069
and3 | 6 | 0.010
and4 | 9 | 0.022
buf | 5 | 0.0080
clkbuf | 21 | 0.022
dfxtp | 76 | 0.42
ha | 5 | 0.017
inv | 18 | 0.019
nand2 | 18 | 0.019
nand2b | 3 | 0.0052
nand3 | 21 | 0.029
nand4 | 30 | 0.054
nor2 | 52 | 0.054
nor2b | 4 | 0.0069
nor3 | 44 | 0.065
nor3b | 2 | 0.0055
nor4 | 18 | 0.031
nor4b | 1 | 0.0024
nor4bb | 1 | 0.0028
o31ai | 3 | 0.0062
o32a | 1 | 0.0028
o32ai | 3 | 0.0073
or2 | 4 | 0.0069
or3 | 1 | 0.0017
or4 | 2 | 0.0042
xnor2 | 28 | 0.068
xor2 | 31 | 0.075
[cells by family (layout without fill, tap and decap cells)]
family                   after synthesis  count (layout)  share of synthesized area
adder cells (fa/ha/maj)                5               5                     0.0173
buffers and inverters                 44              48                     0.0489
flip-flops                            76              76                      0.421
AND-OR/OR-AND                         21              21                     0.0426
AND/OR/NAND/NOR                      220             220                      0.327
XOR/XNOR                              59              59                      0.143
[final cells by class]
cell class	count	share of cell area
multi-input combinational	305	0.465
sequential	76	0.369
clock buffer	12	0.0623
tap	143	0.0434
timing repair buffer	14	0.0316
inverter	18	0.0164
clock inverter	4	0.0115
[layer usage]
layer  routed length (um)  vias up  global-route usage
met5                    0        -                   0
met4                   43        0              0.0117
met3                  308        6              0.0327
met2                 3130       40               0.184
met1                 3730     1374               0.192
li1                     -     1501                   -
[metrics by stage]
stage / cell area (um2) / power [mW]
6_report: 4120 / 1.22
5_1_grt: 4120 / 1.26
4_1_cts: 4120 / 1.23
3_3_place_gp: 3810 / 0.625
2_1_floorplan: 3610 / 0.608
3_5_place_dp: 3810 / 0.625
[registers in the layout, summed over array words and instances, names as in the netlist]
register / cells
present_state: 12
ctr10: 32
ctr5: 32
[worst reg2reg max path, cell delays in order, from the launching register on]
cell      delay [ns]
dfxtp_1         0.47
nand4_2         0.23
or4_1           0.79
or4_1           0.56
a211oi_1        0.24
[worst paths after layout]
kind | endpoint | from
worst min register to register | present_state[0] | present_state[5]
worst max-delay path | ctr10[9] | ew_str_sensor
worst min-delay path | present_state[0] | present_state[5]
worst max register to register | ctr10[25] | ctr10[6]
[power by group]
part / internal, mW / leakage (nW) / switching (mW)
Combinational: 0.0153 / 0.521 / 0.0290
Sequential: 0.564 / 0.613 / 0.00410
Clock: 0.381 / 0.149 / 0.225
[cells in the final DEF (no fill, tap or decap), drive strengths merged, types with 2 or more instances in the layout]
master         instances
and3                   6
o31ai                  3
xor2                  31
nor4                  18
nand4                 30
xnor2                 28
a21oi                  7
nand2                 18
o32ai                  3
nor3                  44
nor3b                  2
nor2                  52
inv                   18
clkdlybuf4s50         10
nor2b                  4
or4                    2
dfxtp                 76
and2                   4
ha                     5
buf                    4
clkinv                 2
nand2b                 3
nand3                 21
clkbuf                12
and4                   9
or2                    4
Power figures rest on the tool's default switching activity, not on a simulated workload.
